$ cat design/flow/run.sh
#!/bin/bash
# OpenROAD 26Q1-2900-gdf79404cd8, Yosys 0.63+post, stock flow scripts
make -C /OpenROAD-flow-scripts/flow DESIGN_CONFIG=/design/flow/config.mk WORK_HOME=/design/flow/orfs finish
$ cat design/flow/config.mk
export PLATFORM = sky130hd
export DESIGN_NAME = register
export DESIGN_NICKNAME = register
export VERILOG_FILES = /design/flow/design.v
export SDC_FILE = /design/flow/constraint.sdc
export NUM_CORES = 4
export LEC_CHECK = 1
export CORE_UTILIZATION = 50
$ cat design/flow/constraint.sdc
current_design register

set clk_period 16.9
set clk_io_pct 0.2

create_clock -name clk0 -period $clk_period [get_ports {clk}]

set non_clock_inputs [all_inputs -no_clocks]
set_input_delay [expr $clk_period * $clk_io_pct] -clock clk0 $non_clock_inputs
set_output_delay [expr $clk_period * $clk_io_pct] -clock clk0 [all_outputs]
$ cat design/flow/design.v
`timescale 1ns/1ps
module register (rs, rt, regWrite, writeReg, writeData, clk, rst, readReg_1, readReg_2);
    input [4:0] rs;
    input [4:0] rt;
    input regWrite;
    input [4:0] writeReg;
    input [31:0] writeData;
    input clk;
    input rst;
    output reg [31:0] readReg_1;
    output reg [31:0] readReg_2;
    reg signed [31:0] registerMemory [31:0];
    always @(posedge clk or posedge rst) begin
        if (rst) begin
            for (integer i = 0; i < 32; i = i + 1)
                registerMemory[i] <= 32'b00000000000000000000000000000000;
        end else if (regWrite)
            registerMemory[writeReg] <= writeData;    
    end
    always @(*) begin
        readReg_1 = registerMemory[rs];
        readReg_2 = registerMemory[rt];
    end
endmodule
==> reports/results.ini <==
[yosys]
async_reset_ff_frac=1.000
synth_seq_share=0.4990
synth_area_um2=51350
synth_cells=4395
enable_flop_cells=0
synth_stat.cells=4395
synthTopCellsByCount=mux2_2, dfrtp_1, a22oi_1, clkbuf_1, nand2_1
top_cells_by_area=dfrtp_1, mux2_2, a22oi_1, clkbuf_1, nand2_1
ys_warn_count=2
yosysMostFrequentCell=mux2_2
synth_flops=1024
synthFlopType=dfrtp_1
yosysUniqueCellTypes=63
largest_area_cell=dfrtp_1
syn_area_per_cell_um2=11.68
top_area_frac=0.4990
ys_area_um2=51350

[drt]
drt_iter0_drc=6283
first_pass_iters=12
ant_nets=0
vias_per_cell=7.766
via_count=45910
drcViolationCount=0
routed_wl_um=274500
post_drt_wl_per_cell_um=46.43

[worst_hold_path]
holdCritPathClass=register to register

[finish]
reg_top3=registerMemory (1024)
top_register=registerMemory
area_growth_pct=14.41
drive_gt1_frac=0.3452
largest_reg_flops=1024

[clocking]
post_cts_resized=0
cts_setup_buffers=0
clock_latency_ns=0.73
cts_root_buffer=clkbuf_16
cts_tree=yes
h-tree-depth=3
cts.sinks=1024
numCtsBuffers=111
cts_hold_buf=0
max-clock-path-buffers=3
clkTransAtPathRegs_ns=0.06

[pwr]
total_power_mw=7.063
irDropWorstVdd_mv=0.1050
p_comb_frac=0.144
swShare=0.2903
p_per_area_nw_per_um2=120.2
pwr-share-clk=0.372
p_leak_nw=25.53
p_int_mw=5.013
pwr-share-seq=0.484
p_sw_mw=2.051

[placed_design]
finalWeightedCongestion=1.088
dp_hpwl_um=164100
dpl_worst_slack_ns=5.652
portBuffers=113

[global_route]
met1_usage=0.7026
gr-usage-met2=0.6971
use_met3=0.3873
grt_pass1_wl_um=371500
grt_max_degree=121
antenna_found_initial=23
grt_pass1_vias=44270
top_usage_layer=met1
grt-ovfl-total=0
grt.total_usage=0.5571

[sta]
worst_slack_ns=5.265
drv_slew=0
fin_crit_sh=0.6884
worst_slew_pin_slew_ns=1.167
period_needed_ns=11.63
finClkSkew_ns=0
final_hold_viol_count=0
finalSetupTns_ns=0
slew_headroom=0.2205
setup_viol=0
max_clock_freq_ghz=0.08595
rsz0062_at_grt=no

[worst_setup_path]
cp.arrival_ns=8.25
cp.required_ns=13.52
cp_max_fo=36
cp_slowest_stage_delay_ns=0.85
crit_slowest_cell=nor2_4
crit_top_cell=buf_4
cp-start-kind=input port
crit_chain=buf_4, buf_4, buf_4, or3b_1, nor2_4, buf_4, a221oi_1, o2111ai_1, o32a_1, clkdlybuf4s50_1
crit_type=input port to primary output
cp-end-kind=primary output

[run]
maxCapViolCount=0
warning_count=35

[floorplanning]
io_pins=114
die_w_um=322.5
rows=117
fp.dieArea_um2=104000
core_util_floorplan=0.5047
design.core.area_um2=101700
fp.dieH_um=322.5

[outcome]
status=completed

-- layer usage --
metal	share of wire	vias up	wire length [um]
li1	-	16930	-
met1	0.34	22950	94350
met2	0.39	4508	105800
met3	0.18	1487	50290
met4	0.086	32	23560
met5	0.0018	-	500
-- worst paths after layout --
path                       cells after the start                               start  slack (ns)                                 end
setup / recovery                              10                               rt[1]        5.27                       readReg_2[31]
hold / removal                                 1  registerMemory[24][10]$_DFFE_PP0P_        0.52  registerMemory[24][10]$_DFFE_PP0P_
setup reg to reg                               1   registerMemory[9][17]$_DFFE_PP0P_       15.94   registerMemory[9][17]$_DFFE_PP0P_
hold reg to reg                                1  registerMemory[24][10]$_DFFE_PP0P_        0.52  registerMemory[24][10]$_DFFE_PP0P_
max in group asynchronous                      7                                 rst       10.24   registerMemory[13][5]$_DFFE_PP0P_
min in group asynchronous                      2                                 rst        2.99    registerMemory[8][0]$_DFFE_PP0P_
-- layout make-up --
cell class	count	area, um^2
clock buffers	158	3228
fillers	8362	42990
well taps	1368	1712
flip-flops and latches	1024	25620
inverters	7	30.03
clock inverters	47	646.9
repair buffers	343	2855
multi-input cells	2934	24580
diodes	30	75.07
-- power by group through the flow --
stage | Sequential (mW) | Combinational [mW] | Clock, mW
CTS | 3.39 | 0.994 | 2.62
global route | 3.45 | 1.07 | 2.71
finish | 3.42 | 1.02 | 2.63
-- through the flow --
| stage | hold WS, ns | instance area (um^2) | util | std cells |
|---|---|---|---|---|
| after floorplan | 0.4874 | 51350 | - | 4395 |
| after global placement | 0.4979 | 54800 | 0.5386 | 5676 |
| after detailed placement | 0.5063 | 54800 | 0.5386 | 5676 |
| after CTS | 0.5203 | 58680 | 0.5767 | 5881 |
| after global routing | 0.5337 | 58680 | 0.5768 | 5884 |
| final | 0.5240 | 58750 | 0.5774 | 5911 |
-- cells by family (layout without fill, tap and decap cells) --
group,Yosys count,count (layout),synth area share
buf+inv,437,555,0.03492
other cells,0,30,0
compound gates,1074,1074,0.1562
flops,1024,1024,0.4990
mux,1084,1084,0.2368
simple gates,776,776,0.07312
-- worst max-delay path, delay by kind of cell --
kind                   cells  cell delay [ns]
AND-OR/OR-AND              3             0.69
buffers and inverters      5             2.51
AND/OR/NAND/NOR            2             1.57
-- cells in the final DEF (no fill, tap or decap), types with 15 or more instances in the layout --
cell	synthesis	routed
mux2_2	1031	1031
dfrtp_1	1024	1024
a22oi_1	756	756
buf_4	5	229
nand2_1	240	227
clkbuf_16	0	114
clkdlybuf4s50_1	0	107
nor2_1	170	100
nand4_1	90	90
a21oi_1	84	84
nor2_4	0	74
nor3_1	73	71
nand3_1	54	50
mux2i_1	47	47
a22o_1	43	43
nor4_1	36	36
diode_2	0	30
a221oi_1	30	30
o21ai_0	25	25
a32oi_1	24	24
a31oi_1	24	24
clkbuf_1	262	23
clkinv_2	0	23
clkbuf_8	0	21
nor2b_1	19	18
o32a_1	15	15
bufinv_16	0	15
Power figures rest on the tool's default switching activity, not on a simulated workload.
