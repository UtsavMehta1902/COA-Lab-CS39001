--- flow/run.sh ---
#!/bin/bash
# OpenROAD 26Q1-2900-gdf79404cd8, Yosys 0.63+post, stock flow scripts
make -C /OpenROAD-flow-scripts/flow DESIGN_CONFIG=/design/flow/config.mk WORK_HOME=/design/flow/orfs finish
--- flow/config.mk ---
export PLATFORM = sky130hd
export DESIGN_NAME = s64_bit_adder
export DESIGN_NICKNAME = s64_bit_adder
export VERILOG_FILES = /design/flow/design.v
export SDC_FILE = /design/flow/constraint.sdc
export NUM_CORES = 4
export LEC_CHECK = 1
export CORE_AREA = 10 10 125 125
export DIE_AREA = 0 0 135 135
--- flow/constraint.sdc ---
current_design s64_bit_adder

set clk_period 83.4
set clk_io_pct 0.2

create_clock -name clk0 -period $clk_period

set non_clock_inputs [all_inputs -no_clocks]
set_input_delay [expr $clk_period * $clk_io_pct] -clock clk0 $non_clock_inputs
set_output_delay [expr $clk_period * $clk_io_pct] -clock clk0 [all_outputs]
--- flow/design.v ---
`timescale 1ns / 1ps
module full_adder (a, b, carry0, sum, carry1);
    input a, b, carry0;
    output sum, carry1;
    wire temp_sum, temp_carry0, temp_carry1;
    half_adder ha0(a, b, temp_sum, temp_carry0);
    half_adder ha1(temp_sum, carry0, sum, temp_carry1);
    assign carry1 = temp_carry0 | temp_carry1;
endmodule
`timescale 1ns / 1ps
module half_adder (a, b, sum, carry);
    input a, b;
    output sum, carry;
    assign sum = a^b;
    assign carry = a&b;
endmodule
`timescale 1ns / 1ps
module s16_bit_adder (a, b, carry_in, sum, carry_out);
    input [15:0] a, b;
    input carry_in;
    output [15:0] sum;
    output carry_out;
    wire carry_temp;
    s8_bit_adder s0 (a[7:0], b[7:0], carry_in, sum[7:0], carry_temp);
    s8_bit_adder s1 (a[15:8], b[15:8], carry_temp, sum[15:8], carry_out);
endmodule
`timescale 1ns / 1ps
module s32_bit_adder (a, b, carry_in, sum, carry_out);
    input [31:0] a, b;
    input carry_in;
    output [31:0] sum;
    output carry_out;
    wire carry_temp;
    s16_bit_adder s0 (a[15:0], b[15:0], carry_in, sum[15:0], carry_temp);
    s16_bit_adder s1 (a[31:16], b[31:16], carry_temp, sum[31:16], carry_out);
endmodule
`timescale 1ns / 1ps
module s64_bit_adder (a, b, carry_in, sum, carry_out);
  input [63:0] a, b;
  input carry_in;
  output [63:0] sum;
  output carry_out;
  wire carry_temp;
  s32_bit_adder s0 (a[31:0], b[31:0], carry_in, sum[31:0], carry_temp);
  s32_bit_adder s1 (a[63:32], b[63:32], carry_temp, sum[63:32], carry_out);
endmodule
`timescale 1ns / 1ps
module s8_bit_adder (a, b, carry_in, sum, carry_out);
    input [7:0] a;
	input [7:0]	 b;
    input carry_in;
    output [7:0] sum;
    output carry_out;
    wire [6:0] carry_temp;
    full_adder fa0 (a[0], b[0], carry_in, sum[0], carry_temp[0]);
    full_adder fa1 (a[1], b[1], carry_temp[0], sum[1], carry_temp[1]);
    full_adder fa2 (a[2], b[2], carry_temp[1], sum[2], carry_temp[2]);
    full_adder fa3 (a[3], b[3], carry_temp[2], sum[3], carry_temp[3]);
    full_adder fa4 (a[4], b[4], carry_temp[3], sum[4], carry_temp[4]);
    full_adder fa5 (a[5], b[5], carry_temp[4], sum[5], carry_temp[5]);
    full_adder fa6 (a[6], b[6], carry_temp[5], sum[6], carry_temp[6]);
    full_adder fa7 (a[7], b[7], carry_temp[6], sum[7], carry_out);
endmodule
==> ci_impl_report.md <==
### Flow metrics

| Metric | Value |
|---|---|
| Pre-CTS setup slack | 23.72 ns |
| Cells in synth_stat.txt | 138 |
| Pre-Repair DR Iteration Count | 2 |
| Startpoint Class | input pin |
| Share of cells above drive strength 1 | 0 |
| Worst VDD drop | 0.003153 mV |
| Post-DR vias/cell | 3.243 |
| WS Path Type | input pin to output port |
| Die height | 135 um |
| Peak Freq | 0.01679 GHz |
| Crit path DAT | 42.87 ns |
| Final worst setup slack | 23.85 ns |
| Initial antenna violation count | 0 |
| Hold slack | 34.40 ns |
| CP max stage delay | 0.46 ns |
| Final setup violation count | 0 |
| Worst Tran Pin Value | 0.1387 ns |
| Max-area cell share | 0.7121 |
| Placed cell count | 440 |
| Total gr overflow | 0 |
| Netlist Area Pre-Place | 1799 sq um |
| Unrepaired setup endpoints after global routing | no |
| Final hold vios | 0 |
| Hold Path Class | input pin to output port |
| Min Tclk post-route | 59.55 ns |
| Horiz. Die Dim | 135 um |
| CP max stage cell | clkdlybuf4s50_1 |
| Unique cell type count in the Yosys netlist | 3 |
| Register area | 0 sq um |
| Iteration-0 DRC Markers | 6 |
| Lkg Pwr | 1.279 nW |
| Main area contributors | fa_1 71%, buf_4 27%, inv_1 2.1% |
| ANT cells | 0 |
| Flops | 0 |
| Vias in the first global route | 1872 |
| Layout clock buffer count | 0 |
| DR DRC count | 0 |
| Status | finished, final reports clean |
| Post-route setup TNS | 0 ns |
| Initial Util | 0.1409 |
| Seq/Total Area, Yosys | 0 |
| Hold buffer count at cts | 0 |
| Ports | 194 |
| Syn Area/Cell | 13.04 sq um |
| Detailed Route WL | 6.867 mm |
| Synth Instances | 138 |
| Comb pwr share | 1.000 |
| Hold Path End | sum[0] |
| PD cells | 7.482 nW/um^2 |
| Largest net degree at the start of global routing | 2 |
| # rows | 41 |
| Worst Min Path Start | carry_in |
| Sequential share of power | 0 |
| Core area | 12770 sq um |
| Yosys synthesis chip area | 1799 sq um |
| Die area | 18230 sq um |
| Post-CTS resize count | 0 |
| Worst Path Required | 66.72 ns |
| DR vias | 1427 |
| Most used cell, CP | fa_1 |
| DP Wirelength | 6.747 mm |
| Yosys top cell by area | fa_1 |
| Synth warn | 0 |
| Hold path cells | 5 |
| DR WL/cell | 15.61 um |
| Sw Ratio | 0.2658 |
| Final non-filler cell total | 440 |
| CP Capture Type | output port |
| Net Sw Power | 0.006912 mW |
| Post-layout util | 0.2721 |
| IO Port Bufs | 194 |
| Final slew viol count | 0 |
| Total track usage | 0.07473 |
| Internal cell power | 0.01909 mW |
| Slew headroom | 0.9073 |
| Post-CTS Setup Inserts | 0 |
| Clock group share of total power | 0 |
| ANT nets after route | 0 |
| Max-cap viol count | 0 |
| OpenROAD warning count | 32 |
| Area delta synth->final | 93.18% |
| Max FO, Critical Path | 1 |
| Cycle use final | 0.7140 |
| First-pass GRT wire length | 10.52 mm |
| GP Congestion | 0.8512 |
## cells in the mapped netlist (all sizes together)
cell type,number
inv,10
buf,64
fa,64
## layout make-up
class                           instances  area, sq um
Fill cell                            1297         9298
Inverter                               10        37.54
Timing Repair Buffer                  194         1942
Tap cell                              172        215.2
Multi-Input combinational cell         64         1281
## worst max-delay path, delay by kind of cell
kind	cells	cell delay [ns]
adders and majority gates	64	25.01
buffers and inverters	6	1.13
## cell usage in the layout (no fill, tap or decap)
master,synthesis,layout
clkdlybuf4s50_1,0,194
inv_1,10,10
fa_1,64,64
## cells by family (layout without fill, tap and decap cells)
group / count (synthesis) / in the layout / share of synthesized area
adders and majority gates: 64 / 64 / 0.7121
buffers and inverters: 74 / 204 / 0.2879
## power groups by stage
stage	Sequential, mW	Clock, mW	Combinational, mW
finish	0	0	0.0260
global route	0	0	0.0293
CTS	0	0	0.0270
## worst max path at each step
| stage | cells past startpoint | endpoint | start | slack, ns |
|---|---|---|---|---|
| after global routing | 70 | sum[63] | a[0] | 23.00 |
| after CTS | 70 | sum[63] | a[0] | 23.68 |
| final | 70 | sum[63] | a[0] | 23.85 |
## metal layers
metal | GRT usage | part of all wire | vias up
met1 | 0.08091 | 0.34 | 642
met3 | 0.08396 | 0.30 | 0
met2 | 0.1022 | 0.36 | 185
met4 | 0 | 0 | 0
met5 | 0 | 0 | -
li1 | - | - | 600
## metrics by stage
stage | cell area [sq um] | total power [mW]
after CTS | 3476 | 0.02702
after global routing | 3476 | 0.02933
after global placement | 3476 | 0.02688
after floorplan | 1799 | 0.01246
final | 3476 | 0.02601
after detailed placement | 3476 | 0.02678
Power is estimated from default activity; no workload was simulated.
