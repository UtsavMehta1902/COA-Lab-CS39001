File: config.mk
export PLATFORM = sky130hd
export DESIGN_NAME = ALU_unit
export DESIGN_NICKNAME = ALU_unit
export VERILOG_FILES = /design/flow/design.v
export SDC_FILE = /design/flow/constraint.sdc
export NUM_CORES = 4
export LEC_CHECK = 1
export CORE_UTILIZATION = 50
File: constraint.sdc
current_design ALU_unit

set clk_period 18.7
set clk_io_pct 0.2

create_clock -name clk0 -period $clk_period

set non_clock_inputs [all_inputs -no_clocks]
set_input_delay [expr $clk_period * $clk_io_pct] -clock clk0 $non_clock_inputs
set_output_delay [expr $clk_period * $clk_io_pct] -clock clk0 [all_outputs]
File: design.v
`timescale 1ns/1ps
module ALU_unit(a, b, ALUsel, ALUop, carry, zero, sign, result);
    input signed [31:0] a, b;
    input ALUsel;
    input [4:0] ALUop;
    output reg carry, zero, sign;
    output reg [31:0] result;
    wire temp_carry;
    wire [31:0] out_not, out_adder, out_shifter, out_and, out_xor, out_mux1, out_mux2;
    assign out_not = ~b;
    mux_32_to_1 mux1 (.a(a), .b(32'd1), .select(ALUsel), .out(out_mux1));
    mux_32_to_1 mux2 (.a(b), .b(out_not), .select(ALUsel), .out(out_mux2));
    adder_32_bit adder (.a(out_mux1), .b(out_mux2), .c_in(1'b0), .c_out(temp_carry), .sum(out_adder));
    shifter shift (.in(out_mux1), .shamt(out_mux2), .dir(ALUop[1]), .arith_or_logic(ALUop[0]), .out(out_shifter));
    assign out_and = out_mux1 & out_mux2;
    assign out_xor = out_mux1 ^ out_mux2;
    always @(a or b or ALUsel or ALUop) begin
        if(ALUop == 5'b00000)
            result = out_mux1;
        else if (ALUop == 5'b00001) begin
            carry = temp_carry;
            result = out_adder;
        end
        else if (ALUop == 5'b00101)
            result = out_adder;
        else if (ALUop == 5'b10101)
            result = out_adder;
        else if (ALUop == 5'b00010)
            result = out_and;
        else if (ALUop == 5'b00011)
            result = out_xor;
        else if (ALUop[4:2] == 3'b010)
            result = out_shifter;
        else
            result = 32'd0;
    end
    always @(result) begin
        if(result == 32'd0)
            zero = 1'b0;
        else
            zero = 1'b1;
        if(result[31])
            sign = 1'b1;
        else
            sign = 1'b0;
    end
endmodule
`timescale 1ns/1ps
module CLA_16_bit(a, b, c_in, sum, c_out);
    input [15:0] a, b;
    input c_in;
    output [15:0] sum;
    output c_out;
    wire [3:0] p, g, carry;
    CLA_4_bit_augmented CLA_4_bit_1(.a(a[3:0]), .b(b[3:0]), .sum(sum[3:0]), .c_in(c_in), .c_out(), .prop(p[0]), .gen(g[0]));
    CLA_4_bit_augmented CLA_4_bit_2(.a(a[7:4]), .b(b[7:4]), .sum(sum[7:4]), .c_in(carry[1]), .c_out(), .prop(p[1]), .gen(g[1]));
    CLA_4_bit_augmented CLA_4_bit_3(.a(a[11:8]), .b(b[11:8]), .sum(sum[11:8]), .c_in(carry[2]), .c_out(), .prop(p[2]), .gen(g[2]));
    CLA_4_bit_augmented CLA_4_bit_4(.a(a[15:12]), .b(b[15:12]), .sum(sum[15:12]), .c_in(carry[3]), .c_out(), .prop(p[3]), .gen(g[3]));
    carry_look_ahead CLA_unit(.p(p), .g(g), .c(carry), .c_in(c_in), .c_out(c_out));
endmodule
`timescale 1ns/1ps
module CLA_4_bit_augmented(a, b, sum, c_in, c_out, prop, gen);
    input [3:0] a, b;
    input c_in;
    output [3:0] sum;
    output c_out, prop, gen;
    wire [3:0] p, g;
    wire [3:0] c;
    assign p = a ^ b;
    assign g = a & b;
    assign c[0] = c_in;
    assign c[1] = g[0] | (p[0] & c_in);
    assign c[2] = g[1] | (p[1] & g[0]) | (p[1] & p[0] & c_in);
    assign c[3] = g[2] | (p[2] & g[1]) | (p[2] & p[1] & g[0]) | (p[2] & p[1] & p[0] & c_in);
    assign sum = p ^ c;
    assign prop = p[3] & p[2] & p[1] & p[0];
    assign gen = g[3] | (p[3] & g[2]) | (p[3] & p[2] & g[1]) | (p[3] & p[2] & p[1] & g[0]);
    assign c_out = gen | (prop & c_in);
endmodule
`timescale 1ns/1ps
module adder_32_bit (a, b, c_in, sum, c_out);
    input [31:0] a, b;
    input c_in;
    output c_out;
    output [31:0] sum;
    wire carry;
    CLA_16_bit cla1 (.a(a[15:0]), .b(b[15:0]), .c_in(c_in), .sum(sum[15:0]), .c_out(carry));
    CLA_16_bit cla2 (.a(a[31:16]), .b(b[31:16]), .c_in(carry), .sum(sum[31:16]), .c_out(c_out));
endmodule
`timescale 1ns/1ps
module carry_look_ahead(p, g, c, c_in, c_out);
    input [3:0] p, g;
    input c_in;
    output [3:0] c;
    output c_out;
    assign c[0] = c_in;
    assign c[1] = g[0] | (p[0] & c_in);
    assign c[2] = g[1] | (p[1] & g[0]) | (p[1] & p[0] & c_in);
    assign c[3] = g[2] | (p[2] & g[1]) | (p[2] & p[1] & g[0]) | (p[2] & p[1] & p[0] & c_in);
    assign c_out = g[3] | (p[3] & g[2]) | (p[3] & p[2] & g[1]) | (p[3] & p[2] & p[1] & g[0]) | (p[3] & p[2] & p[1] & p[0] & c_in);
endmodule
`timescale 1ns/1ps
module mux_32_to_1(a, b, select, out);
    input [31:0] a, b;
    input select;
    output [31:0] out;
    assign out = (select) ? b : a;
endmodule
`timescale 1ns/1ps
module shifter(in, shamt, dir, arith_or_logic, out);
    input signed [31:0] in;
    input [31:0] shamt;
    input dir, arith_or_logic;
    output reg [31:0] out;
    always @(*) begin
        if(arith_or_logic) begin
            if(dir)
                out = in;
            else
                out = in >>> shamt;
        end
        else begin
            if(dir)
                out = in << shamt;
            else
                out = in >> shamt;
        end
    end
endmodule
File: run.sh
#!/bin/bash
# OpenROAD 26Q1-2900-gdf79404cd8, Yosys 0.63+post, stock flow scripts
make -C /OpenROAD-flow-scripts/flow DESIGN_CONFIG=/design/flow/config.mk WORK_HOME=/design/flow/orfs finish
==> flow_summary.yaml <==
# generated from flow reports
status:
  status: "finished, final reports clean"
floorplanning:
  chip_area_sq_um: 19100
  fp-utilization: 0.514
  pin_count: 105
  rows: 49
  die_x_um: 138
  core-area_sq_um: 18000
  die_h_um: 138
cts:
  ctsResizeCount: 0
  post_cts_buffers: 0
  postCtsHoldBufs: 0
hold_path:
  hp-class: "in -> out"
  min_from: "ALUop[3]"
  whs_path_depth: 4
  hold_path_end: "result[11]"
logic_synthesis:
  ff_type: "dlxtn_1"
  syn_area_sq_um: 9260
  ys_ff: 1
  ys_warn_count: 2
  synth_cell_types: 87
  edf_count: 0
  syn_area_per_cell_sq_um: 6.72
  synth_cells: 1377
  yosysChipArea_sq_um: 9260
  synth-async-reset-ratio: 0
  ys_cells: 1377
pwr:
  power_uw: 359
  p_sw_uw: 231
  p_int_uw: 128
  pwr_density_cell_nw_per_um2: 34.3
  p_leak_uw: 0.00395
  peakVddDrop_v: 0.0000414
  netSwitchingFraction: 0.642
final_timing:
  unclocked_regs: 1
  slew_headroom: 0.360
  hold_viol: 0
  fin_crit_ns: 14.84
  max_freq_mhz: 67.4
  setup_viol: 0
  worst_slew_pin_slew_ns: 0.951
  setup_slack_ns: 3.86
  untimed_endpoints: 2
  slew_viol_final: 0
  rsz0062_at_grt: "false"
  fin_crit_sh: 0.794
  tns_ns: 0
drt:
  drt_iter0_drc: 2406
  via_per_inst: 8.07
  drt-pass1-iter-count: 9
  drc: 0
  vias: 13300
  wl_per_cell_um: 33.8
  detail_route.wirelength_um: 55700
  antenna_left: 0
critical_path:
  cp.arrival_ns: 11.10
  cp-end-kind: "output pin"
  crit_fanout: 49
  critPathRequiredTime_ns: 14.96
  cp-start-kind: "primary input"
  startpoint: "ALUsel"
  critPathKind: "in -> out"
place:
  io_buffers: 105
  hpwl_um: 41400
  gp_congestion: 1.18
  preCtsSetupSlack_ns: 4.25
final_layout:
  final_cell_mix: "141 x nor2_1, 112 x nand2_1, 110 x a21oi_1"
  final_common_cell: "nor2_1"
  drive_above_1_share: 0.108
  largest_reg_flops: 1
  area.growth.synth_to_final_pct: 13.0
global_route:
  antenna_found_initial: 9
  met3_usage: 0.310
  grt_remaining_overflow: 0
  track_usage: 0.581
  top_usage_layer: "met2"
  grt_pass1_vias: 12000
  grt_use_met1: 0.741
  grt_start_max_net_pins: 57
  grtUsageMet2: 0.767
  grt_pass1_wl_um: 80900
job:
  warnings: 33
  drv_cap: 0
==> per-layer routing <==
metal	routed length, um	part of all wire
met3	10800	0.19
met5	12	0.00022
met4	4880	0.088
met2	20900	0.38
met1	19100	0.34
==> cell families (layout without fill, tap and decap cells) <==
kind of cell               after synthesis  count (layout)  share of synthesized area
adders and majority gates               40              40                     0.0606
muxes                                  144             144                      0.191
buffers and inverters                  149             185                     0.0685
xor gates and xnor gates                45              45                     0.0458
other                                    0               8                          0
and+or+nand+nor                        469             469                      0.247
latches                                  1               1                    0.00162
AOI/OAI and AO/OA                      529             529                      0.385
==> critical path, stage by stage <==
cell,delay (ns)
buf_4,0.43
buf_4,0.56
inv_1,0.47
nand2_1,0.25
inv_1,0.08
ha_1,0.28
or3_1,0.33
a31oi_1,0.22
nor3b_1,0.07
a21oi_1,0.54
inv_1,0.19
a211o_1,0.36
a41o_1,0.28
a21o_1,0.21
fa_1,0.47
a221oi_1,0.52
nand2_1,0.11
nor3_1,0.20
a211oi_1,0.09
a211oi_1,0.23
nand3_1,0.10
nor4_1,0.27
nand4_1,0.17
or4_1,0.44
clkdlybuf4s50_1,0.42
==> power by group through the flow <==
stage	Clock, uW	Sequential, uW	Combinational [uW]
after CTS	0	0.437	333
after global routing	0	0.438	369
==> cells in the mapped netlist (all sizes together), types with 16 or more instances <==
library cell / count / area [sq um]
a211oi: 27 / 203
a21o: 16 / 120
a21oi: 110 / 551
a31oi: 30 / 188
buf: 46 / 248
clkbuf: 75 / 282
ha: 32 / 400
inv: 25 / 93.8
mux2: 33 / 372
mux2i: 88 / 881
mux4: 23 / 518
nand2: 112 / 420
nand2b: 23 / 144
nand3: 24 / 120
nor2: 142 / 533
nor2b: 37 / 231
nor3: 41 / 210
o211ai: 27 / 203
o21ai: 103 / 516
o22ai: 35 / 219
xor2: 36 / 323
==> area by class of cell <==
| class | instances | area [sq um] |
|---|---|---|
| Inverter | 28 | 105 |
| Tap cell | 229 | 287 |
| Fill cell | 1747 | 7560 |
| Sequential cell | 1 | 15.0 |
| Multi-Input combinational cell | 1227 | 8610 |
| Timing Repair Buffer | 157 | 1420 |
| Antenna cell | 8 | 20.0 |
==> stage by stage <==
stage	hold WS, ns	std cells	utilization	area, sq um
after global routing	8.82	1642	0.579	10400
after detailed placement	8.76	1642	0.579	10400
final	8.79	1650	0.580	10500
after global placement	8.74	1642	0.579	10400
after floorplan	7.75	1377	-	9260
after CTS	8.77	1642	0.579	10400
==> how the worst max path moves through the flow <==
stage / slack (ns) / cells past startpoint / end
after CTS: 4.23 / 23 / zero
after global routing: 3.67 / 25 / zero
final: 3.86 / 25 / zero
No activity file was given, so power comes from the tool's default toggle rates.
